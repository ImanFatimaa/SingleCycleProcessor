==> design/flow/design.v <==
module OUTPUT(
  input clk,rst,r_en,
  input [31:0] ans,ans1,
  input [4:0] rd,
  output [31:0] out
);
  reg [31:0] out_ch;
  always@(*)
     begin
       if (r_en == 1)
         out_ch=ans1;
       else
         out_ch=ans;
      end
  assign out=out_ch;
 endmodule
==> design/flow/run.sh <==
#!/bin/bash
# OpenROAD 26Q1-2900-gdf79404cd8, Yosys 0.63+post, stock flow scripts
make -C /OpenROAD-flow-scripts/flow DESIGN_CONFIG=/design/flow/config.mk WORK_HOME=/design/flow/orfs finish
==> design/flow/config.mk <==
export PLATFORM = sky130hd
export DESIGN_NAME = OUTPUT
export DESIGN_NICKNAME = OUTPUT
export VERILOG_FILES = /design/flow/design.v
export SDC_FILE = /design/flow/constraint.sdc
export NUM_CORES = 4
export LEC_CHECK = 1
export CORE_AREA = 10 10 71 71
export DIE_AREA = 0 0 81 81
==> design/flow/constraint.sdc <==
current_design OUTPUT

set clk_period 1.0
set clk_io_pct 0.2

create_clock -name clk0 -period $clk_period

set non_clock_inputs [all_inputs -no_clocks]
set_input_delay [expr $clk_period * $clk_io_pct] -clock clk0 $non_clock_inputs
set_output_delay [expr $clk_period * $clk_io_pct] -clock clk0 [all_outputs]
==> flow_summary.json <==
{
  "finalSetupViolCount": 32,
  "max_slew_margin": 0.944,
  "syn_to_final_growth_pct": 192,
  "min_path_type": "in2out",
  "gp_congestion": 0.846,
  "p_int_uw": 495,
  "p_leak_uw": 0.000862,
  "first_global_vias": 723,
  "drive_above_1_share": 0.529,
  "place_ws_ns": -0.526,
  "failed_checks": "setup timing",
  "cp-start-kind": "input port",
  "placedCellCount": 180,
  "yosysWarnings": 1,
  "initial_utilization": 0.150,
  "top_logic_kind": "multiplexers",
  "fmax_ghz": 0.840,
  "layout_min_cycle_time_ns": 1.19,
  "holdWs_ns": 0.703,
  "dp_hpwl_mm": 2.58,
  "routedWlPerCell_um": 15.3,
  "portBuffers": 97,
  "cts_hold_buf": 0,
  "cp.required_ns": 0.80,
  "power.density_nw_per_um2": 400,
  "synth_area_um2": 544,
  "rsz0062_at_grt": "yes",
  "overflow": 0,
  "maxCapViolCount": 0,
  "p_seq_frac": 0,
  "grt_max_degree": 11,
  "finalCritPeriodShare": 1.19,
  "setup.worst_path.end_class": "output pin",
  "ant_nets": 0,
  "combinationalPowerShare": 1.000,
  "rows": 22,
  "crit_type": "in2out",
  "chip_area_um2": 6560,
  "grt_pass1_wl_mm": 3.84,
  "ys_cells": 36,
  "drv_slew": 0,
  "synthAoiAreaFrac": 0,
  "ys_chip_area_um2": 544,
  "switchingPower_uw": 141,
  "swShare": 0.222,
  "xor_share": 0,
  "antenna_found_initial": 0,
  "worstPathMaxFanout": 7,
  "viasPerCell": 3.74,
  "worst_pin_slew_ns": 0.0833,
  "setup_ws_ns": -0.190,
  "crit_arrival_ns": 0.99,
  "min_delay_path_depth": 3,
  "synth_cells": 36,
  "grt_usage": 0.0722,
  "core_area_um2": 3630,
  "run_status": "finished with violations",
  "die_y_um": 81,
  "finalHoldViolations": 0,
  "drcViolationCount": 0,
  "syn_avg_cell_area_um2": 15.1,
  "wirelength_mm": 2.82,
  "instances_no_fill": 184,
  "yosysUniqueCellTypes": 4,
  "mostFrequentLayoutCells": "dlygate4sd2_1, mux2_4, buf_6",
  "dr_total_vias": 688,
  "clkPwrFrac": 0,
  "regArea_um2": 0,
  "ys_sh_mux": 0.869,
  "antenna_cells": 0,
  "ys_seq_share": 0,
  "first_pass_iters": 2,
  "dieWidth_um": 81,
  "flop-count": 0,
  "fa_ha_area_frac": 0,
  "lay_top_count": "dlygate4sd2_1",
  "nClkBuffers": 0,
  "warnings": 41,
  "simple_gate_share": 0,
  "ir_drop_uv": 135,
  "drtIter0Drc": 4,
  "ios": 104
}
## metrics by stage
step	setup TNS (ns)	total power [µW]	instance area [µm²]	util
after floorplan	0	206	544	-
after global placement	-16.30	668	1560	0.429
after detailed placement	-16.38	672	1560	0.429
after CTS	-2.82	607	1520	0.418
after global routing	-3.07	675	1590	0.438
final	-2.68	637	1590	0.438
## Yosys cell counts (all sizes together)
cell,n,area [µm²]
mux2,32,473
buf,4,71.3
## critical path: stages
cell,delay [ns]
buf_12,0.12
buf_12,0.14
buf_12,0.13
mux2_4,0.29
buf_6,0.11
## timing repair
item | 4_1_cts | 5_1_grt
cloned | 1 | 0
setup endpoints to repair | 32 | 32
hold endpoints to repair | 0 | 0
setup buffers | 3 | 0
resized | 177 | 13
## path summary, 6_finish.rpt
kind,start,to,slack (ns)
worst max-delay path,r_en,out[20],-0.19
worst min-delay path,ans[22],out[22],0.70
## power by group through the flow
stage / Clock [µW] / Sequential (µW) / Combinational (µW)
CTS: 0 / 0 / 607
global route: 0 / 0 / 675
finish: 0 / 0 / 637
## cell families after synthesis
group,Yosys count
mux,32
buf+inv,4
## layout make-up
| cell class | instances | area, µm² |
|---|---|---|
| fillers | 365 | 2040 |
| multi-input cells | 32 | 480 |
| well taps | 48 | 60.1 |
| repair buffers | 104 | 1050 |
## metal layers
layer | up-vias | routed length, µm | track usage
met1 | 301 | 1160 | 0.0909
li1 | 337 | - | -
met4 | 0 | 0 | 0
met5 | - | 0 | 0
met3 | 0 | 272 | 0.0256
met2 | 50 | 1380 | 0.123
Power and IR drop assume default switching activity.
