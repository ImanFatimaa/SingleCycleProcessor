==> flow/design.v <==
module program_counter_instruction_memory(
    input clk, rst,
    output [31:0] instr,
    output reg [7:0] pc
    );
    reg [31:0] ROM [12:0];  
    initial begin
     ROM[0]  = 32'b00000000000000110001000001000000;
     ROM[1]  = 32'b00000000010000110001000001000001;
     ROM[2]  = 32'b00000000110000110001000001000010;
     ROM[3]  = 32'b00000000000000000110000010000011;
     ROM[4]  = 32'b00000000000000000000100010000100;
     ROM[5]  = 32'b00000000000000000010000111000101;
     ROM[6]  = 32'b00000000000001100000100000000110;
     ROM[7]  = 32'b00000000000000000011100011000111;
     ROM[8]  = 32'b00000000000000000000010000001000;
     ROM[9]  = 32'b00000000001001000000001100001001;
     ROM[10] = 32'b00000000001001001000001100001010;
     ROM[11] = 32'b00000000001001001000010000001011;
     ROM[12] = 32'b00000000000001000001100001000000;
    end
    always @(posedge clk, posedge rst) begin
        if (rst == 1)
            pc <= 0;
        else
            pc <= pc + 1;
    end
    assign instr = ROM[pc];                 
endmodule
==> flow/run.sh <==
#!/bin/bash
# OpenROAD 26Q1-2900-gdf79404cd8, Yosys 0.63+post, stock flow scripts
make -C /OpenROAD-flow-scripts/flow DESIGN_CONFIG=/design/flow/config.mk WORK_HOME=/design/flow/orfs finish
==> flow/config.mk <==
export PLATFORM = sky130hd
export DESIGN_NAME = program_counter_instruction_memory
export DESIGN_NICKNAME = program_counter_instruction_memory
export VERILOG_FILES = /design/flow/design.v
export SDC_FILE = /design/flow/constraint.sdc
export NUM_CORES = 4
export LEC_CHECK = 1
export CORE_AREA = 10 10 70 70
export DIE_AREA = 0 0 80 80
==> flow/constraint.sdc <==
current_design program_counter_instruction_memory

set clk_period 1.5
set clk_io_pct 0.2

create_clock -name clk0 -period $clk_period [get_ports {clk}]

set non_clock_inputs [all_inputs -no_clocks]
set_input_delay [expr $clk_period * $clk_io_pct] -clock clk0 $non_clock_inputs
set_output_delay [expr $clk_period * $clk_io_pct] -clock clk0 [all_outputs]
==> run notes <==
Notes from the flow run.

Logic synthesis:
- The run gives the synthesized area per cell as 8.64 sq um.
- Per the synthesis report, the AND-OR/OR-AND share of the synthesized area is ~6.9%.
- The run puts the share of synthesized cell area in and, or, nand and nor gates at 19.9%.
- The run gives the count of different cell masters after synthesis as 24.
- Among the non-sequential cells, simple AND/OR/NAND/NOR gates take the most area.
- The run puts the share of synthesized area occupied by flip-flops and latches at 30.9%.
- The run puts the proportion of register bits with asynchronous set or reset after synthesis at roughly 100%.
- In this run, the synthesized area fraction spent on adder and majority cells is recorded as between 10% and 20%.
- The run puts the area fraction in mux cells at under 10%.
- Post-synth the commonest register cell is dfrtp_1.
- The run puts the number of flip-flops and latches in the synthesized netlist at 8.
- The run gives the post-synth design cell area as ~650 sq um.
- The run puts the yosys-reported design area after synthesis at 648 sq um.
- The run gives the number of warnings reported in the yosys synthesis log as 1.
- The run puts the number of flops mapped to enable cells by yosys at 0.
- The number of cells reported by Yosys stat comes to 75.
- The run gives the gate count of the mapped netlist as between 70 and 80.
- After Yosys synthesis, XOR and XNOR cells account for 8.11% of the synthesized area.

Drt:
- The routed layout reports a DRC error count of 0.
- Signal routing reaches up to met4.
- After detailed routing, the met2 layer carries roughly 1.1 mm of wire.
- The run gives the number of design-rule violations left by the first detailed-router iteration as 11.
- Using the TritonRoute via totals, the vias-per-cell ratio works out to about 3.7.
- In the per-layer breakdown of the detailed-route log, met1 shows ~1.1 mm.
- The detailed router reported a total wirelength of about 2.3 mm.
- The run puts the count of antenna-violating nets left after detailed routing at 0.
- The run puts the total length of routed met3 wires at between 90 and 100 um.
- The routed layout has roughly 680 vias.
- The run gives the final antenna diode count as 0.
- The run gives the average routed wire per standard cell as ~12 um.
- The run puts the length of the first detailed-routing pass in iterations at 3.

Placed design:
- Routability-driven placement finished with a final weighted congestion of about 0.75.
- The run gives the number of cells after detailed placement as ~160.
- The buffer_ports step reported a buffer count of 29.
- Note, the detailed placer reported a final HPWL of ~1.5 mm.

Cells and area:
- The register with the most flip-flops in the layout has 8 of them.
- The run gives the number of cells in the finished layout apart from fillers as around 180.
- The post-route netlist has between 60% and 70% of its cells at a drive strength greater than 1.
- The run gives the area growth from synthesis to final layout as 104%.
- Ranked by flip-flop count, first place goes to pc.
- The largest registers in the layout are pc (8).

Floorplanning:
- The floorplan step defined a core boundary enclosing between 3000 and 4000 sq um.
- From left edge to right edge, the die measures about 80 um.
- The run puts the initial core utilization at about a fifth.
- The run puts the number of ports placed on the die boundary at around 42.
- The run puts the die span in y at ~80 um.
- According to the floorplan report, the total die area is between 6000 and 7000 sq um.
- For reference, the placement row count at floorplan is 21.

STA:
- The run gives the setup violation total in the final timing report as 15.
- The most critical hold endpoint after final layout shows a slack of around 0.29 ns.
- Post-route period utilization is reported as 119%.
- The critical path in the final layout is reported with a setup slack of -0.279 ns.
- The run gives the number of endpoints with negative hold slack in the final report as 0.
- Setup repair after global routing could not meet its margin everywhere.
- The final timing report lists clock skew as about 0.0052 ns.
- The final timing report lists a max-slew violation count of 0.
- The run gives the time the final worst path needs with I/O delays and setup as between 1.5 and 2 ns.
- The run gives the maximum clock frequency as around 0.56 GHz.

Pwr:
- The worst VDD IR drop from the latest analysis is 172 uV.
- In this run the power density over the cells is 295 nW/um^2.
- The run puts the leakage power at ~0.70 nW.

Setup path:
- The report puts the cell count of the worst reg-to-reg path at 6.
- The run gives the capturing element type of the critical path as an output pin.
- The run gives the kind of launch point of the worst setup path as a flip-flop.
- The arrival time of data at the worst endpoint is listed as around 1.5 ns.
- According to the timing report, the data required time at the worst endpoint equals 1.20 ns.
- The critical path is of the flip-flop to output pin type.
- The run gives the maximum net fanout on the critical path as 3.

Clock network:
- The run puts the CTS buffer count at 3.
- The run gives the H-tree depth as 1.
- Clock tree synthesis selected as its root buffer the cell clkbuf_4.
- The run gives the TritonCTS clock tree as done.
- The run gives the deepest clock path buffer count as 2.
- The run gives the number of sinks on the clock net as 8.
- The run puts the insertion delay of the later-clocked pin in the worst-skew pair at 0.25 ns.
- The run gives the quantity of hold-fixing buffers added after cts as 0.
- The run puts the clock slew seen by the registers of the worst setup and hold paths at 0.06 ns.

Global routing:
- Summed over all layers, the global routing overflow is 0.
- The run gives the initial antenna violation count as 0.
- The run puts the wire length of the first global-routing pass at 3.56 mm.
- The run puts the largest net degree at the start of global routing at 9.
- The run gives the global-route usage over all layers as approximately 6.7%.
- The run puts the number of global-route vias before repair at ~750.

Hold path:
- The worst hold path belongs to the class input pin to asynchronous set/reset pin.

Flow run:
- Warnings raised by the tools during the run amount to 32.
- The run gives the number of maximum-capacitance constraint violations as 0.

Status:
- The final reports fail on negative setup slack.
- The flow ran to the end, but the final reports show violations.
[stage by stage]
stage,utilization [%],instance area [sq um],setup slack (ns),power [mW],TNS (ns)
floorplan,-,689,0.0424,0.245,0
global placement,30.3,1030,-0.364,0.230,-3.74
detailed placement,30.3,1030,-0.385,0.230,-3.83
CTS,35.5,1210,-0.305,0.397,-3.10
global route,38.8,1320,-0.369,0.412,-3.71
finish,38.8,1320,-0.279,0.390,-2.62
[layer usage]
| layer | track usage [%] | vias up |
|---|---|---|
| met5 | 0 | - |
| met4 | 0.880 | 0 |
| met3 | 1.70 | 2 |
| met2 | 11.6 | 25 |
| met1 | 8.36 | 314 |
| li1 | - | 334 |
[where the power goes]
group | leakage, nW | internal [mW] | switching (mW) | total [mW]
Clock | 0.0138 | 0.0915 | 0.0727 | 0.164
Sequential | 0.0970 | 0.216 | 0 | 0.216
Combinational | 0.586 | 0.00243 | 0.00743 | 0.00986
[area by class of cell]
| type | count | area, sq um |
|---|---|---|
| fillers | 329 | 2090 |
| repair buffers | 61 | 532 |
| multi-input cells | 58 | 483 |
| flip-flops and latches | 8 | 204 |
| well taps | 46 | 57.6 |
| inverters | 6 | 25.0 |
| clock buffers | 3 | 22.5 |
[final timing paths]
check	start	endpoint	slack (ns)
worst min-delay path	rst	pc[6]$_DFF_PP0_	0.29
min in group clk0	pc[7]$_DFF_PP0_	pc[7]$_DFF_PP0_	0.47
max in group asynchronous	rst	pc[0]$_DFF_PP0_	0.96
worst max register to register	pc[0]$_DFF_PP0_	pc[6]$_DFF_PP0_	0.12
worst min register to register	pc[7]$_DFF_PP0_	pc[7]$_DFF_PP0_	0.47
worst max-delay path	pc[1]$_DFF_PP0_	instr[18]	-0.28
[kinds of logic (layout without fill, tap and decap cells)]
kind of cell,Yosys count,count (layout)
and+or+nand+nor,24,24
other,1,12
adders and majority gates,6,6
DFF,8,8
xor gates and xnor gates,6,6
buffers and inverters,20,70
AOI/OAI and AO/OA,8,8
muxes,2,2
[timing repair]
item / 4_1_cts / 5_1_grt
resized: 100 / 26
endpoints found under the setup margin: 24 / 23
setup buffers: 16 / 4
pin swaps: 12 / 8
[layout by cell type, fill, tap and decap left out, drive strengths merged]
cell type / count
clkbuf: 4
nor2b: 1
dlymetal6s2s: 2
xor2: 4
inv: 6
a21o: 1
nand2b: 1
or3: 1
nor3: 1
dlygate4sd2: 1
a21boi: 1
a21oi: 2
buf: 52
ha: 6
conb: 12
xnor2: 2
clkdlybuf4s50: 5
nor2: 8
mux2i: 2
nand3: 2
o21ai: 4
nand2: 5
dfrtp: 8
and2: 5
[worst max-delay path: stages (launching register included)]
cell     delay [ns]
dfrtp_1        0.42
buf_6          0.15
buf_6          0.11
ha_4           0.15
buf_6          0.11
o21ai_2        0.10
o21ai_1        0.07
buf_2          0.12
[cells in the mapped netlist, types with 2 or more instances]
cell     number  area share (%)
buf_4        12              14
dfrtp_1       8              31
nor2_1        8             4.6
ha_1          6              12
inv_1         5             2.9
nand2_1       5             2.9
and2_1        4             3.9
o21ai_0       4             3.1
xor2_1        4             5.4
a21oi_1       2             1.5
buf_2         2             1.5
mux2i_1       2             3.1
xnor2_1       2             2.7
Power and IR drop assume default switching activity.
